<file path="/design/flow/design.v">
module bound_flasher(clk, rst_n, flick, LED);
    input clk, rst_n, flick;
    output reg [15:0]LED;
    reg [1:0]state;
    reg [3:0]index;
    wire [15:0]max_value;
    wire [15:0]min_value;
    wire [15:0]max_array[5:0];
    wire [15:0]min_array[5:0];
    reg [1:0]next_state;
    reg [3:0]next_index;
    reg [15:0]next_LED;
    wire flick_trigger;
    wire [3:0]flick_index;
    wire flick_special;
    parameter STOP = 2'b00, IDLE = 2'b01, UP = 2'b10, DOWN = 2'b11;
    parameter POSITION_LED5 = 16'h001f, POSITION_LED0 = 16'h0000;
    parameter MAX_STEP = 5;
    assign max_array[0]    = 16'hffff;
    assign max_array[1]    = 16'hffff;
    assign max_array[2]    = 16'h07ff;
    assign max_array[3]    = 16'h07ff;
    assign max_array[4]    = 16'h003f;
    assign max_array[5]    = 16'h003f; 
    assign min_array[0]    = 16'h0000;
    assign min_array[1]    = 16'h001f;
    assign min_array[2]    = 16'h001f;
    assign min_array[3]    = 16'h0000;
    assign min_array[4]    = 16'h0000;
    assign min_array[5]    = 16'h0000;
    assign flick_trigger = (state == IDLE || (state == DOWN && index != MAX_STEP && (LED == POSITION_LED0 || LED == POSITION_LED5))) ? flick : 0;
    assign flick_index = (state == IDLE) ? 4'd0 : (index - 4'd1);
    assign max_value = max_array[index];
    assign min_value = min_array[index];
    assign flick_special = rst_n && flick && (state == STOP);
    always@(negedge rst_n or posedge flick_special or posedge clk or posedge flick_trigger) begin
        if (flick_special) begin
            state   <= UP;
            index   <= 4'd0;
            LED     <= 16'd0;
        end
        else if (!rst_n) begin
            state   <= STOP;
            index   <= 4'd0;
            LED     <= 16'd0;
        end
        else if (flick_trigger) begin
            state   <= UP;
            index   <= flick_index;
        end
        else begin
            state   <= next_state;
            LED     <= next_LED;
            index   <= next_index;
        end
    end
    always@(*)
        case (state)
        STOP:begin
            if (rst_n) begin
                next_state      = IDLE;
                next_LED        = 16'd0;
                next_index      = 4'd0;
            end
        end
        IDLE:begin
            next_state  = IDLE;
            next_LED    = 16'd0;
            next_index  = 4'd0;
        end
        UP:begin
            if (LED < max_value) begin 
                next_state  = state;
                next_LED    = (LED << 1) | 16'd1;
		        next_index  = index;
            end
            else
                if (index < MAX_STEP) begin
                    next_state  = DOWN;
                    next_LED    = LED >> 1;
                    next_index  = index + 1;
                end 
                else begin
                    next_state  = IDLE;
                    next_LED    = 16'd0;
                    next_index  = 4'd0;
                end
        end
        DOWN:begin
            if (LED > min_value) begin 
                next_state  = state;
		        next_LED    = LED >> 1;
                next_index  = index;
            end
            else 
                if (index < MAX_STEP) begin
                    next_state  = UP;
		            next_LED    = (LED << 1) | 16'd1;
                    next_index  = index + 1;
                end
                else begin
                    next_state  = IDLE;
                    next_LED    = 16'd0;
                    next_index  = 4'd0;
                end
        end
        endcase
endmodule
</file>
<file path="/design/flow/run.sh">
#!/bin/bash
# OpenROAD 26Q1-2900-gdf79404cd8, Yosys 0.63+post, stock flow scripts
make -C /OpenROAD-flow-scripts/flow DESIGN_CONFIG=/design/flow/config.mk WORK_HOME=/design/flow/orfs finish
</file>
<file path="/design/flow/config.mk">
export PLATFORM = sky130hd
export DESIGN_NAME = bound_flasher
export DESIGN_NICKNAME = bound_flasher
export VERILOG_FILES = /design/flow/design.v
export SDC_FILE = /design/flow/constraint.sdc
export NUM_CORES = 4
export LEC_CHECK = 1
export CORE_UTILIZATION = 30
</file>
<file path="/design/flow/constraint.sdc">
current_design bound_flasher

set clk_period 2.6
set clk_io_pct 0.2

create_clock -name clk0 -period $clk_period [get_ports {clk}]

set non_clock_inputs [all_inputs -no_clocks]
set_input_delay [expr $clk_period * $clk_io_pct] -clock clk0 $non_clock_inputs
set_output_delay [expr $clk_period * $clk_io_pct] -clock clk0 [all_outputs]
</file>
==> impl_metrics.env <==
# flow metrics
export IMPL_status="complete, no violations"
export IMPL_setup_tns_ps=0
export IMPL_grt_setup_unrepaired="no"
export IMPL_final_core_util=0.3565
export IMPL_yosysWarnings=20
export IMPL_worstMarginPinSlew_ps=716.9
export IMPL_power_per_cell_area_mw_per_mm2=261.1
export IMPL_post_drt_wl_per_cell_um=16.54
export IMPL_cp_slowest_stage_delay_ps=660
export IMPL_htree_levels=1
export IMPL_ys_cells=247
export IMPL_layout_top_cells="nand2_1 (25), ha_1 (25), dlxtn_1 (22), dfbbp_1 (21), a21oi_1 (20)"
export IMPL_initCoreUtil=0.3107
export IMPL_rows=32
export IMPL_mux_area_frac=0.008338
export IMPL_crit_type="flip-flop to asynchronous set/reset pin"
export IMPL_drv_slew=0
export IMPL_crit_fanout=17
export IMPL_first_global_vias=2041
export IMPL_crit_start="LED[3]"
export IMPL_max_freq_mhz=503.1
export IMPL_gp_congestion=0.8352
export IMPL_core_area_mm2=0.007727
export IMPL_r2r_start="LED[3]"
export IMPL_postRouteAntennaNets=0
export IMPL_grt_max_degree=28
export IMPL_required_ps=2920
export IMPL_drtIter0Drc=92
export IMPL_clock_path_buffers=2
export IMPL_synthAoiAreaFrac=0.2022
export IMPL_io_buffers=18
export IMPL_fillCellCount=772
export IMPL_critPathCaptureType="asynchronous set/reset pin"
export IMPL_post_route_drc_count=0
export IMPL_placed_cells=361
export IMPL_warnings=32
export IMPL_crit_path_cell_trace="or4_1, nor2_1, a21oi_1, nor3_2, o21ai_2, or3_2"
export IMPL_min_path_type="flip-flop to asynchronous set/reset pin"
export IMPL_synthToLayoutAreaGrowth_pct=14.75
export IMPL_max_slew_margin_rel=0.5220
export IMPL_clk_latency_ps=270
export IMPL_syn_inst=247
export IMPL_cts_setup_buffers=0
export IMPL_synth_edff_count=0
export IMPL_syn_avg_cell_area_um2=9.721
export IMPL_min_period_ps=1988
export IMPL_fp_dieH_um=91.46
export IMPL_p_total_uw=719.3
export IMPL_cts_hold_buf=0
export IMPL_fin_area_mm2=0.002755
export IMPL_fin_crit_sh=0.7644
export IMPL_ioPinCount=19
export IMPL_drv_cap=0
export IMPL_n_antenna_cell=0
export IMPL_vias=2086
export IMPL_grt_pass1_wl_um=10470
export IMPL_grt_util_all_layers=0.1613
export IMPL_synthXorXnorAreaFrac=0.01094
export IMPL_unclocked_regs=22
export IMPL_fp_dieW_um=91.46
export IMPL_ys_sh_simple=0.1819
export IMPL_first_pass_iters=5
export IMPL_drt_wl_total_um=6037
export IMPL_synth_flops=44
export IMPL_clock_skew_ps=1.326
export IMPL_fin_cells=365
export IMPL_clockRootBuffer="clkbuf_8"
export IMPL_setup_violations=0
export IMPL_yosysChipArea_mm2=0.002401
export IMPL_syn_cell_area_mm2=0.002401
export IMPL_fa_ha_area_frac=0.1303
export IMPL_p_leak_uw=0.001084
export IMPL_synth_distinct_cells=52
export IMPL_hold_viol=0
export IMPL_place_area_mm2=0.002700
export IMPL_via_per_inst=5.715
export IMPL_antenna_found_initial=0
export IMPL_untimed_endpoints=44
export IMPL_ir_drop_v=0.0001486
export IMPL_postCtsResizedCells=0
export IMPL_dp_hpwl_um=4519
export IMPL_grt_overflow=0
export IMPL_flop_cell="dlxtn_1"
export IMPL_tritoncts="done"
export IMPL_cts_made_buffers=3
export IMPL_die_area_mm2=0.008365
export IMPL_clk_pin_slew_worst_paths_ps=90
export IMPL_top_logic_kind="AND-OR/OR-AND gates"
export IMPL_slowest_stage="dfbbp_1"
export IMPL_drive_gt1_frac=0.08365
export IMPL_arrival_ps=2310
export IMPL_async_flop_share=0.5000
export IMPL_start_kind="flip-flop"
per-layer routing:
metal | vias to the layer above | GRT usage | wire length [µm]
li1 | 998 | - | -
met5 | - | 0 | 0
met3 | 6 | 0.04762 | 461
met2 | 76 | 0.2306 | 2537
met4 | 0 | 0.01455 | 61
met1 | 1006 | 0.2558 | 2976
synth_stat cells, drive strengths merged, types with 3 or more instances:
cell type,count,area (µm²)
a211oi,4,30.03
a21oi,21,108.9
a22o,4,35.03
and4,3,27.53
buf,3,21.27
clkbuf,8,30.03
dfbbp,21,683.2
dlxtn,22,330.3
ha,25,312.8
inv,8,30.03
nand2,25,93.84
nand3,7,35.03
nand4,4,25.02
nor2,11,41.29
nor2b,3,18.77
nor3,3,20.02
o211ai,3,22.52
o21a,3,22.52
o21ai,10,53.80
o221ai,7,61.31
o22ai,6,37.54
or3,17,113.9
report_power, final:
group	internal (µW)	switching [µW]
clock	135	121
sequential	428	0
combinational	11.0	24.1
total	574	146
sequential cells by signal, summed over array words and instances, names as in the netlist:
| register | cells |
|---|---|
| LED | 16 |
| index | 4 |
| next_LED | 16 |
| next_index | 4 |
| next_state | 2 |
| state | 2 |
worst paths after layout:
path / depth (start not counted) / to / slack, ps
min in group clk0: 1 / LED[1] / 1690
hold / removal: 1 / LED[15] / 430
hold reg to reg: 1 / LED[15] / 430
setup / recovery: 6 / LED[4] / 610
max in group clk0: 1 / LED[14] / 620
setup reg to reg: 6 / LED[4] / 610
critical path: cells and delay by family (launching register included):
kind	cells	cell delay, ps
AND/OR/NAND/NOR	4	560
AND-OR/OR-AND	2	820
flip-flops	1	660
logic make-up (layout without fill, tap and decap cells):
kind of cell	count (synthesis)	after routing
DFF	22	22
xor gates and xnor gates	3	3
buffers and inverters	19	35
AOI/OAI and AO/OA	72	72
muxes	2	2
and+or+nand+nor	82	82
latches	22	22
adders and majority gates	25	25
per-stage QoR:
step,worst slack (ps),hold slack (ps)
floorplan,1052,397.2
global placement,627.0,413.6
detailed placement,629.6,421.9
CTS,630.0,430.5
global route,511.1,480.7
finish,612.5,427.6
area by class of cell:
| class | instances | area [µm²] | area share |
|---|---|---|---|
| multi-input cells | 184 | 1286 | 0.4668 |
| flip-flops and latches | 44 | 1039 | 0.3769 |
| repair buffers | 23 | 217.7 | 0.07902 |
| well taps | 102 | 127.6 | 0.04632 |
| clock buffers | 4 | 55.05 | 0.01998 |
| inverters | 8 | 30.03 | 0.01090 |
